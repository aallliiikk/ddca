--- design/flow/run.sh ---
#!/bin/bash
# OpenROAD 26Q1-2900-gdf79404cd8, Yosys 0.63+post, stock flow scripts
make -C /OpenROAD-flow-scripts/flow DESIGN_CONFIG=/design/flow/config.mk WORK_HOME=/design/flow/orfs finish
--- design/flow/config.mk ---
export PLATFORM = sky130hd
export DESIGN_NAME = Alu
export DESIGN_NICKNAME = Alu
export VERILOG_FILES = /design/flow/design.v
export SDC_FILE = /design/flow/constraint.sdc
export NUM_CORES = 4
export LEC_CHECK = 1
export CORE_UTILIZATION = 30
--- design/flow/constraint.sdc ---
current_design Alu

set clk_period 35.7
set clk_io_pct 0.2

create_clock -name clk0 -period $clk_period

set non_clock_inputs [all_inputs -no_clocks]
set_input_delay [expr $clk_period * $clk_io_pct] -clock clk0 $non_clock_inputs
set_output_delay [expr $clk_period * $clk_io_pct] -clock clk0 [all_outputs]
--- design/flow/design.v ---
`timescale 1ns / 1ps
module Adder32(
    input cI,
    input[31:0] A,
    input[31:0] B,
    output[31:0] s
     );
     wire c1, c2, c3, c4, c5, c6, c7 ,c8;
     FourBitAdder bitone(A[3:0], B[3:0], cI, s[3:0], c1);
     FourBitAdder bittwo(A[7:4], B[7:4], c1, s[7:4], c2);
     FourBitAdder bitthree(A[11:8], B[11:8], c2, s[11:8], c3);
     FourBitAdder bitfour(A[15:12], B[15:12], c3, s[15:12], c4);
     FourBitAdder bitfive(A[19:16], B[19:16], c4, s[19:16], c5);
     FourBitAdder bitsix(A[23:20], B[23:20], c5, s[23:20], c6);
     FourBitAdder bitseven(A[27:24], B[27:24], c6, s[27:24], c7);
     FourBitAdder biteight(A[31:28], B[31:28], c7, s[31:28], c8);
endmodule
`timescale 1ns / 1ps
module FourBitAdder(
input[3:0] A,
input[3:0] B,
input cI,
output[4:0] s,
output cO
     );
     wire c1, c2, c3;
     FullAdder bitone(A[0], B[0], cI, s[0], c1);
     FullAdder bittwo(A[1], B[1], c1, s[1], c2);
     FullAdder bitthree(A[2], B[2], c2, s[2], c3);
     FullAdder bitfour(A[3], B[3], c3, s[3], cO);
endmodule
`timescale 1ns / 1ps
module Alu(
    input [31:0] A,
    input [31:0] B,
    input [3:0] AluOp,
    output reg [31:0]Out,
    output reg flag
    );
    wire [31:0]logicOut,arithOut;
    reg [31:0] preOut;
    Logic LogicPart(A,B,AluOp,logicOut);
    Arithmetic ArithmeticPart(A,B,AluOp,arithOut);
    always @(*) begin
        case(AluOp[2])
        1'b1:preOut <= logicOut;
        1'b0:preOut <= arithOut;
        endcase
        Out <= preOut;
        flag <= &(~preOut);
    end
endmodule
`timescale 1ns / 1ps
module Arithmetic(
    input [31:0] A,
    input [31:0] B,
    input [3:0] AluOp,
    output reg [31:0] Out
    );
    reg [31:0] Bprime;
    always @ (*) begin
        case(AluOp[2])
            1'b1:Bprime <= ~B;
            1'b0:Bprime <= B;
        endcase
        case(AluOp[3])
            1'b1: Out <= Extended;
            1'b0: Out <= AddOut;
        endcase
    end
    wire [31:0] AddOut;
    Adder32 Adder(AluOp[1],A,Bprime,AddOut);
    wire [31:0] Extended;
    assign Extended = {32{AddOut[31]}};
endmodule
`timescale 1ns / 1ps
module Logic(
    input [31:0] A,
    input [31:0] B,
    input [3:0] AluOp,
    output reg [31:0] Out
    );
    wire And,Or,Nor,Xor;
    assign And = A & B;
    assign Or = A | B;
    assign Nor = ~Or;
    assign Xor = A ^ B;
    always @ (*) begin
        case(AluOp)
        4'b0100: Out <= And;
        4'b0101: Out <= Or;
        4'b0110: Out <= Xor;
        4'b0111: Out <= Nor;
        endcase
    end 
endmodule
`timescale 1ns / 1ps
module FullAdder(
input a,
input b,
input ci,
output s,
output co
    );
    wire y1, y2, y3, y4;
    xor abxor(y1, a, b);
    and aband(y2, a, b);
    and abcxor(y3, y1, ci);
    or cout(co, y3, y2);
    xor sout(s, y1, ci);
endmodule
==> impl_metrics.csv <==
group,metric,value,unit
setup_path,setup.worst_path.end_class,"output pin",
timing,worst-slew-pin-transition,0.771,ns
setup_path,worst-path-max-fanout,37,
timing,timing.final.hold_violations,0,
timing,unclocked_pins,1,
yosys,syn_avg_cell_area,10.4,µm²
placement,port_buffers,101,
timing,report.final.slew_viol_count,0,
finish,layout-drive-gt1-share,2.60,%
finish,flow.area_growth_from_synthesis,70.2,%
yosys,synthCells,139,
power_and_ir_drop,p_int,0.0311,mW
detailed_routing,detail_route.first_pass.iterations,4,
power_and_ir_drop,cell_area_power_density,20.8,mW/mm²
detailed_routing,routed_via_density,4.82,
floorplan,floorplan.core_util,32.2,%
timing,min_period,28.83,ns
finish,layout.area.seq,15.0,µm²
detailed_routing,routedWlPerCell,14.9,µm
power_and_ir_drop,switching_power,0.0202,mW
status,run_status,"completed",
setup_path,crit_type,"input pin to output pin",
timing,grt_setup_unrepaired,"no",
yosys,synth.cell_area,0.00145,mm²
setup_path,cp_data_arrival_time,21.69,ns
yosys,synth_top_flop_cell,"sky130_fd_sc_hd__dlxtn_1",
timing,final_setup_viols,0,
yosys,warning_count_from_the_yosys_run,11,
floorplan,top_ports,101,
detailed_routing,total_inserted_antenna_cells,0,
grt,grt_antenna_before_repair,0,
placement,hpwlAfterDp,3.49,mm
timing,setup-tns-final,0,ns
job,drv.max_cap_violation_count,0,
placement,gp_congestion,0.850,
finish,filler_cell_count,398,
placement,place_inst,283,
detailed_routing,drcViolationCount,0,
floorplan,dieArea,0.00511,mm²
finish,largestRegisters,"LogicPart.Out x1",
power_and_ir_drop,maximum_vdd_drop,10.9,µV
timing,maxSlewHeadroom,48.5,%
detailed_routing,dr_total_vias,1363,
grt,grt_util_all_layers,18.0,%
setup_path,crit_top_cell,"sky130_fd_sc_hd__fa_1",
finish,regMostFlops,"LogicPart.Out",
power_and_ir_drop,finalPower,0.0512,mW
placement,pre_cts_ws,6.93,ns
power_and_ir_drop,static-leakage-power,0.924,nW
power_and_ir_drop,combPwrFrac,99.7,%
yosys,yosysChipArea,0.00145,mm²
yosys,async_flop_share,0,%
timing,final_min_period_over_clock_period,80.8,%
finish,final_cell_count_no_fill,283,
finish,layout.area.comb,0.00135,mm²
timing,number_of_unconstrained_endpoints,1,
hold_path,min-delay-path-class,"input pin to output pin",
yosys,number_of_flops_mapped_to_enable_cells_by_yosys,0,
floorplan,die_x,71.5,µm
job,warning_count,33,
yosys,ys_ff,1,
grt,global_route.peak_usage_layer,"met2",
power_and_ir_drop,seq_power_share,0.3,%
finish,largest_register_ffs,1,
detailed_routing,initialDrtViolationCount,11,
cts,number_of_buffers_inserted_for_hold_repair_after_clock_tree_synthesis,0,
yosys,synth.distinct_cells,24,
detailed_routing,final_antenna_net_count,0,
grt,use_met1,28.5,%
setup_path,crit_path_max_incr_delay,0.65,ns
yosys,yosysCellCount,139,
power_and_ir_drop,fraction_of_power_consumed_by_the_clock_network,0,%
power_and_ir_drop,sw_frac_of_total,39.4,%
timing,max_clock_freq,34.7,MHz
setup_path,critPathLaunchType,"input pin",
grt,first_pass_grt_wire_length,7.02,mm
timing,whs,15.30,ns
cts,post-cts-setup-buffer-count,0,
setup_path,critPathSlowestCell,"sky130_fd_sc_hd__a21oi_4",
floorplan,rows,24,
cts,cts_resized,0,
detailed_routing,postRouteWirelength,4.22,mm
grt,grt_use_met2,28.7,%
grt,via_count_of_the_first_global_routing_pass,1466,
grt,grt_overflow_total,0,
setup_path,required,28.56,ns
grt,grt_max_degree,38,
grt,gr_util_met3,3.42,%
floorplan,area_of_the_placeable_core,0.00450,mm²
floorplan,die_h,71.5,µm
timing,final_critical_path_setup_slack,6.87,ns
power groups by stage:
stage | Sequential (mW) | Combinational (mW) | Clock (mW)
4_1_cts | 0.000158 | 0.0518 | 0
5_1_grt | 0.000157 | 0.0571 | 0
6_report | 0.000153 | 0.0511 | 0
final timing paths:
kind / from / to / slack (ns) / cells after the start
worst max-delay path: AluOp[2] / flag / 6.87 / 40
worst min-delay path: AluOp[2] / Out[31] / 15.30 / 4
metrics by stage:
stage          cell area, µm²  utilization [%]
2_1_floorplan            1450                -
3_3_place_gp             2470             54.8
3_5_place_dp             2470             54.8
4_1_cts                  2470             54.8
5_1_grt                  2470             54.8
6_report                 2470             54.8
placed cells by master, fill, tap and decap left out, types with 2 or more instances in the layout:
master	instances
sky130_fd_sc_hd__clkdlybuf4s50_1	100
sky130_fd_sc_hd__fa_1	31
sky130_fd_sc_hd__xor2_1	30
sky130_fd_sc_hd__o21a_1	30
sky130_fd_sc_hd__nor4_1	7
sky130_fd_sc_hd__inv_1	5
sky130_fd_sc_hd__xnor2_1	3
sky130_fd_sc_hd__a21oi_1	3
sky130_fd_sc_hd__o21ai_0	3
sky130_fd_sc_hd__nor2_1	2
sky130_fd_sc_hd__nand4_1	2
sky130_fd_sc_hd__ha_1	2
sky130_fd_sc_hd__buf_4	2
routing by layer:
layer / part of all wire (%) / up-vias
met2: 47 / 72
met5: 0 / -
met4: 0.28 / 0
li1: - / 655
met3: 7.5 / 2
met1: 45 / 634
kinds of logic after synthesis:
family,Yosys count,synth area share [%]
XOR/XNOR,34,21.6
buffers and inverters,16,6.04
AND-OR/OR-AND,39,19.9
AND/OR/NAND/NOR,15,6.13
latches,1,1.04
adder cells (fa/ha/maj),33,44.6
multiplexers,1,0.777
critical path: cells and delay by family:
family | cells | cell delay [ns]
adders and majority gates | 31 | 12.00
and+or+nand+nor | 1 | 0.20
buffers and inverters | 4 | 0.97
xor gates and xnor gates | 2 | 0.49
AOI/OAI and AO/OA | 2 | 0.87
synthesized netlist by cell type, types with 2 or more instances:
cell,count,area share [%]
sky130_fd_sc_hd__buf_2,4,1.4
sky130_fd_sc_hd__clkbuf_1,4,1.0
sky130_fd_sc_hd__a21oi_1,3,1.0
sky130_fd_sc_hd__xnor2_1,3,1.8
sky130_fd_sc_hd__nor4_1,7,3.0
sky130_fd_sc_hd__xor2_1,30,18
sky130_fd_sc_hd__inv_1,5,1.3
sky130_fd_sc_hd__o21a_1,30,16
sky130_fd_sc_hd__buf_6,3,2.3
sky130_fd_sc_hd__fa_1,31,43
sky130_fd_sc_hd__nor2_1,2,0.52
sky130_fd_sc_hd__nand4_1,2,0.86
sky130_fd_sc_hd__o21ai_0,3,1.0
sky130_fd_sc_hd__ha_1,2,1.7
cell type report:
class,count,share of cell area (%)
Multi-Input combinational cell,122,54.6
Timing Repair Buffer,103,41.4
Tap cell,52,2.64
Inverter,5,0.761
Sequential cell,1,0.609
No activity file was given, so power comes from the tool's default toggle rates.
